### design.v
`timescale 1ns / 1ps
module ext(
    input [15:0] imm,
    input [1:0] EOp,
    output [31:0] ext
    );
    assign ext = (EOp==2'b00 && imm[15]==2'b1) ? {{16{1'b1}},imm[15:0]} :
                 (EOp==2'b00 && imm[15]==2'b0) ? {{16{1'b0}},imm[15:0]} :
                 (EOp==2'b01) ? {{16{1'b0}},imm[15:0]} :
                 (EOp==2'b10) ? {imm[15:0],{16{1'b0}}}:
                 (EOp==2'b11 && imm[15]==1'b1) ? {{14{1}},imm[15:0],1'b0,1'b0} :
                 (EOp==2'b11 && imm[15]==1'b0) ? {{14{0}},imm[15:0],1'b0,1'b0} :
                                                                        32'd0;
endmodule
### run.sh
#!/bin/bash
# OpenROAD 26Q1-2900-gdf79404cd8, Yosys 0.63+post, stock flow scripts
make -C /OpenROAD-flow-scripts/flow DESIGN_CONFIG=/design/flow/config.mk WORK_HOME=/design/flow/orfs finish
### config.mk
export PLATFORM = sky130hd
export DESIGN_NAME = ext
export DESIGN_NICKNAME = ext
export VERILOG_FILES = /design/flow/design.v
export SDC_FILE = /design/flow/constraint.sdc
export NUM_CORES = 4
export LEC_CHECK = 1
export CORE_AREA = 10 10 70 70
export DIE_AREA = 0 0 80 80
### constraint.sdc
current_design ext

set clk_period 3.7
set clk_io_pct 0.2

create_clock -name clk0 -period $clk_period

set non_clock_inputs [all_inputs -no_clocks]
set_input_delay [expr $clk_period * $clk_io_pct] -clock clk0 $non_clock_inputs
set_output_delay [expr $clk_period * $clk_io_pct] -clock clk0 [all_outputs]
==> results.toml <==
# synthesis and place-and-route metrics
[setup_path]
critical_path_peak_fanout = 16
required_ns = 2.96
critical-path-max-stage-delay_ns = 0.58
worstPathCellList = "clkdlybuf4s50_1 -> inv_1 -> a22o_1 -> clkdlybuf4s50_1"
path_class = "in -> out"
setup.worst_path.end_class = "output pin"
cpMaxStageDelayCell = "sky130_fd_sc_hd__clkdlybuf4s50_1"
critical_path_s_most_frequent_cell = "sky130_fd_sc_hd__clkdlybuf4s50_1"
arrival_ns = 2.46
startpoint_type = "input port"

[final_timing]
setup_total_negative_slack_ns = 0
finalClockPeriodUsage_pct = 86.62
worstMarginPinSlew_ns = 0.4712
maxSlewHeadroom_pct = 68.55
timing.final.crit_period_ns = 3.205
rsz0062_at_grt = "no"
timing.fmax_ghz = 0.3120
report.final.hold_viol_count = 0
timing.final.max_slew_violations = 0
setup_violations = 0

[outcome]
outcome = "completed"

[route]
routed-via-count = 599
postRouteAntennaNets = 0
drcViolationCount = 0
routed_wl_mm = 2.233
antenna_cells_inserted = 0
drt_first_iter_violations = 50
routed_wire_length_per_instance_um = 14.89
drtPass1Iterations = 4
vias_cell = 3.993

[floorplan]
floorplanUtilization_pct = 12.93
number_of_primary_i_o_pins = 50
core_area_um2 = 3416
fp.dieW_um = 80
std_cell_rows = 21
chip_area_um2 = 6400
die.size.y_um = 80

[min_path]
worst_hold_path.endpoint = "ext[0]"
min-delay-path-class = "in -> out"
timing.hold.worst.start = "imm[0]"
worst_hold_path.num_cells = 3

[synth]
netlist-cell-type-count = 16
synth.yosys.num_cells = 59
synth.yosys.warnings = 0
synth_chip_area_um2 = 441.7
syn_area_per_cell_um2 = 7.486
mappedNetlistArea_um2 = 441.7
postSynthSeqShare_pct = 0
synth_cells = 59

[clock_network]
post_cts_hold_fix_bufs = 0
cts_setup_buffers = 0
cts_resized = 0

[power]
pwr-share-clk_pct = 0
p_seq_share_pct = 0
switching_power_mw = 0.03832
sw_frac_of_total_pct = 33.71
power.density_nw_per_um2 = 120.5
p_leak_nw = 0.3492
p_int_mw = 0.07534
power.share.combinational_pct = 100.0
ir_drop_mv = 0.02141

[global_route]
grt_antenna_before_repair = 0
number_of_global_route_vias_before_repair = 678
global_route_wire_length_before_repair_mm = 3.622
grt_max_degree = 17
grt_util_all_layers_pct = 6.742
gr-total-overflow = 0

[placement]
detailedPlacementHpwl_mm = 1.910
buffer_ports.inserted = 50
gp_routability_congestion = 0.7803

[cells_and_area]
area_taken_by_flip_flops_and_latches_um2 = 0
layout.clock_buffers = 0
final_core_utilization_pct = 27.62
fraction_of_final_layout_cells_sized_beyond_drive_strength_1_pct = 13.46
area.growth.synth_to_final_pct = 113.6
number_of_sequential_cells_in_the_layout = 0

[job]
max_cap_violations = 0
warning_count = 32
## critical path, delay by kind of cell
kind	cells	cell delay, ns
buf+inv	3	1.48
compound gates	1	0.24
## Yosys cell counts
library cell / number / area, um^2
sky130_fd_sc_hd__a21oi_1: 3 / 15.01
sky130_fd_sc_hd__a21oi_2: 8 / 70.07
sky130_fd_sc_hd__a21oi_4: 1 / 16.27
sky130_fd_sc_hd__a22o_1: 13 / 113.9
sky130_fd_sc_hd__and2_4: 1 / 8.760
sky130_fd_sc_hd__buf_12: 1 / 20.02
sky130_fd_sc_hd__buf_2: 2 / 10.01
sky130_fd_sc_hd__buf_4: 2 / 15.01
sky130_fd_sc_hd__buf_6: 3 / 33.78
sky130_fd_sc_hd__inv_1: 1 / 3.750
sky130_fd_sc_hd__mux2i_1: 3 / 30.03
sky130_fd_sc_hd__nand2_1: 13 / 48.80
sky130_fd_sc_hd__nand2b_4: 1 / 13.76
sky130_fd_sc_hd__nand3_1: 1 / 5.000
sky130_fd_sc_hd__nor2b_1: 3 / 18.77
sky130_fd_sc_hd__o22ai_1: 3 / 18.77
## worst max-delay path by stage
stage / startpoint / to / slack, ns / cells after the start
finish: EOp[1] / ext[7] / 0.50 / 4
global route: EOp[1] / ext[6] / 0.34 / 4
CTS: EOp[1] / ext[6] / 0.48 / 4
## cells by family after synthesis
| logic type | Yosys count | synth area share (%) |
|---|---|---|
| buffers and inverters | 9 | 18.69 |
| multiplexers | 3 | 6.799 |
| AND/OR/NAND/NOR | 19 | 21.53 |
| AND-OR/OR-AND | 28 | 52.98 |
## placed cells by master (no fill, tap or decap), drive strengths merged
cell,n
nand3,1
a22o,13
and2,1
inv,1
clkdlybuf4s50,50
buf,3
a21oi,12
nand2b,1
o22ai,3
nand2,13
mux2i,3
nor2b,3
## power by group through the flow
stage	registers, mW	logic (mW)	clock network [mW]
4_1_cts	0	0.116	0
5_1_grt	0	0.125	0
6_report	0	0.114	0
## cell type report
| class | count | area, um^2 |
|---|---|---|
| Fill cell | 367 | 2472 |
| Timing Repair Buffer | 53 | 523.0 |
| Multi-Input combinational cell | 50 | 359.1 |
| Tap cell | 46 | 57.56 |
| Inverter | 1 | 3.754 |
## metal layers
layer / share of wire (%) / up-vias / global-route usage [%]
met5: 0 / - / 0
met4: 0 / 0 / 0
met3: 9.7 / 0 / 2.045
met2: 53 / 21 / 13.16
met1: 38 / 272 / 7.251
li1: - / 306 / -
## stage by stage
stage | cells | worst slack [ns] | hold slack (ns) | power [mW] | instance area, um^2
3_3_place_gp | 150 | 0.5167 | 2.475 | 0.1154 | 943.4
5_1_grt | 150 | 0.3430 | 2.500 | 0.1252 | 943.4
4_1_cts | 150 | 0.4826 | 2.475 | 0.1165 | 943.4
6_report | 150 | 0.4951 | 2.462 | 0.1137 | 943.4
2_1_floorplan | 59 | 1.642 | 1.543 | 0.04155 | 441.7
3_5_place_dp | 150 | 0.4886 | 2.473 | 0.1159 | 943.4
Power is estimated from default activity; no workload was simulated.
